--- ./design.v ---
`timescale 1ps / 1ps
module jpeg_dht(
    rst,
    clk,
    DataInEnable,
    DataInColor,
    DataInCount,
    DataIn,
    ColorNumber,
    TableNumber,
    ZeroTable,
    WidhtTable
    );
    input           rst;
    input           clk;
    input           DataInEnable;
    input [1:0]     DataInColor;
    input [7:0]     DataInCount;
    input [7:0]     DataIn;
    input [1:0]     ColorNumber;
    input [7:0]     TableNumber;
    output [3:0]    ZeroTable;
    output [3:0]    WidhtTable;
    reg [7:0]       DHT_Ydc [0:15];
    reg [7:0]       DHT_Yac [0:255];
    reg [7:0]       DHT_Cdc [0:15];
    reg [7:0]       DHT_Cac [0:255];
    reg [7:0]       ReadDataYdc;
    reg [7:0]       ReadDataYac;
    reg [7:0]       ReadDataCdc;
    reg [7:0]       ReadDataCac;
    wire [7:0]      ReadData;
    always @(posedge clk) begin
        if(DataInEnable ==1'b1 & DataInColor ==2'b00) begin
            DHT_Ydc[DataInCount[3:0]] <= DataIn;
        end
        if(DataInEnable ==1'b1 & DataInColor ==2'b01) begin
            DHT_Yac[DataInCount] <= DataIn;
        end
        if(DataInEnable ==1'b1 & DataInColor ==2'b10) begin
            DHT_Cdc[DataInCount[3:0]] <= DataIn;
        end
        if(DataInEnable ==1'b1 & DataInColor ==2'b11) begin
            DHT_Cac[DataInCount] <= DataIn;
        end
    end
    always @(posedge clk) begin
        ReadDataYdc <= DHT_Ydc[TableNumber[3:0]];
        ReadDataYac <= DHT_Yac[TableNumber];
        ReadDataCdc <= DHT_Cdc[TableNumber[3:0]];
        ReadDataCac <= DHT_Cac[TableNumber];
    end
    function [7:0] ReadDataSel;
        input [1:0]    ColorNumber;
        input [7:0]    ReadDataYdc;
        input [7:0]    ReadDataYac;
        input [7:0]    ReadDataCdc;
        input [7:0]    ReadDataCac;
        begin
            case (ColorNumber)
            2'b00: ReadDataSel = ReadDataYdc;
            2'b01: ReadDataSel = ReadDataYac;
            2'b10: ReadDataSel = ReadDataCdc;
            2'b11: ReadDataSel = ReadDataCac;
            endcase
        end
    endfunction
    assign ReadData = ReadDataSel(ColorNumber, ReadDataYdc, ReadDataYac, ReadDataCdc, ReadDataCac);
    assign ZeroTable  = ReadData[7:4];
    assign WidhtTable = ReadData[3:0];
endmodule
--- ./run.sh ---
#!/bin/bash
# OpenROAD 26Q1-2900-gdf79404cd8, Yosys 0.63+post, stock flow scripts
make -C /OpenROAD-flow-scripts/flow DESIGN_CONFIG=/design/flow/config.mk WORK_HOME=/design/flow/orfs finish
--- ./config.mk ---
export PLATFORM = sky130hd
export DESIGN_NAME = jpeg_dht
export DESIGN_NICKNAME = jpeg_dht
export VERILOG_FILES = /design/flow/design.v
export SDC_FILE = /design/flow/constraint.sdc
export NUM_CORES = 4
export LEC_CHECK = 1
export CORE_UTILIZATION = 40
export SYNTH_MEMORY_MAX_BITS = 65536
--- ./constraint.sdc ---
current_design jpeg_dht

set clk_period 16.1
set clk_io_pct 0.2

create_clock -name clk0 -period $clk_period [get_ports {clk}]

set non_clock_inputs [all_inputs -no_clocks]
set_input_delay [expr $clk_period * $clk_io_pct] -clock clk0 $non_clock_inputs
set_output_delay [expr $clk_period * $clk_io_pct] -clock clk0 [all_outputs]
==> highlights.md <==
### Logic synthesis
• **count of cell types in the netlist** 71
• **async set-or-reset flop fraction in the synthesized netlist** 0%
• **cell total in the yosys stat output** 8141
• **most common library cells after synthesis** sky130_fd_sc_hd__edfxtp_1, sky130_fd_sc_hd__mux4_2, sky130_fd_sc_hd__nor2_1, sky130_fd_sc_hd__mux2i_1, sky130_fd_sc_hd__clkbuf_1
• **top cell type by instance count after synthesis** sky130_fd_sc_hd__edfxtp_1
• **count of synthesis-stage warnings from yosys** 1
• **fraction of the yosys area taken by sequential cells** 77.0%
• **share of the synthesized area in the top cell type** 76.6%
• **leading area contributor after synthesis** sky130_fd_sc_hd__edfxtp_1
• **chip area line of the yosys report** 171000 µm²
• **instance tally after logic synthesis** 8141
• **Registers, synthesis** 4384
• **syn avg cell area** 21.0 µm²
• **Post-Synthesis Cell Area** 171000 µm²
• **count of library flops with an enable pin** 4352
• **prevailing post-synth register cell** sky130_fd_sc_hd__edfxtp_1
• **dominant cells by area after synthesis** sky130_fd_sc_hd__edfxtp_1, sky130_fd_sc_hd__mux4_2, sky130_fd_sc_hd__mux2i_1, sky130_fd_sc_hd__nor2_1, sky130_fd_sc_hd__o221ai_1

### CTS
• **Resized Gates After CTS** 0
• **worst skew pair latency** 990 ps
• **H-tree depth** 5
• **Clock Path Buffers** 4
• **Setup Fix Bufs, Post-CTS** 0
• **number of sinks handled by clock tree synthesis** 4384
• **Inserted Clock Buffers** 440
• **cell at the root of the clock tree** sky130_fd_sc_hd__clkbuf_16
• **TritonCTS clock tree** built
• **clock slew at reported path FFs** 60 ps
• **total of hold buffers inserted after clock tree synthesis** 0

### Final timing
• **Final Hold Fails** 0
• **ratio of final minimum period to clock period** 51.2%
• **Final Setup Violations** 0
• **final period demand of the worst path** 8240 ps
• **Worst Slack Setup Final** 7860 ps
• **worst setup skew after layout** 61.1 ps
• **slew at the pin closest to its max-slew limit** 986 ps
• **achievable frequency** 0.121 GHz
• **final max-slew violation count** 0
• **RSZ-0062 raised after global routing** no
• **setup_tns** 0 ps
• **headroom to the max-slew limit** 33.6%

### Floorplanning
• **number of top-level pins** 39
• **chip width** 655 µm
• **total number of placement rows** 239
• **total die size** 429000 µm²
• **core region area** 424000 µm²
• **initial standard-cell utilization of the core** 40.2%
• **die outline height** 655 µm

### Place
• **count of input and output buffers** 37
• **last weighted congestion value of the routability-driven placer** 0.883
• **placed instance count** 13600
• **Detailed Place HPWL** 263000 µm
• **placement-stage worst setup slack** 7490 ps

### Route
• **routed length per placed instance** 29.7 µm
• **vias per inst** 5.67
• **number of iterations in the first detailed-routing pass** 19
• **DRC viols** 0
• **total number of vias** 81800
• **drt first-iter violations** 5555
• **remaining number of nets flagged by the antenna check after routing** 0
• **Detailed Route WL** 429000 µm

### Global route
• **GRT Overall Usage** 22.2%
• **largest net degree at the start of global routing** 124
• **remaining global-route overflow** 0
• **antenna violations before repair** 16
• **vias in the first global route** 89500
• **global-route wire length before repair** 620000 µm

### Status
• **run status** completed

### Worst hold path
• **Hold/Removal Path Class** register to register

### Final layout
• **utilization after layout** 45.2%
• **layout filler cell count** 34700
• **non-filler cells, final** 14400
• **fraction of layout instances using a drive strength above 1** 21.7%
• **Area growth, synth to finish** 12.3%

### Critical path
• **category of the worst setup path launch point** input pin
• **worst-case reg-to-reg path depth** 7
• **maximum fanout along the worst path** 8
• **required time reported for the critical path endpoint** 12880 ps
• **start of the worst register-to-register path** DHT_Cac[249][3]
• **Arr. time, crit path** 5020 ps
• **WS Path Type** input pin to primary output
• **launch point of the worst path** ColorNumber[0]
• **kind of end point of the critical path** primary output
• **register-to-register setup slack** 13060 ps
• **worst reg2reg path endpoint** ReadDataCac[3]
• **capturing element of the worst setup path** ZeroTable[1]

### Run
• **Max Cap Violations** 0
• **count of warning messages emitted by the tools** 34

### Power
• **Cell Pwr Density** 124 nW/µm²
• **worst IR drop on VDD** 0.0898 mV
• **leak pwr** 0.0593 µW

layout make-up:
cell class / count / area [µm²] / area share [%]
diodes: 21 / 52.6 / 0.0274
clock buffers: 556 / 11800 / 6.14
clock inverters: 256 / 2530 / 1.32
inverters: 6 / 35.0 / 0.0183
multi-input cells: 3237 / 36200 / 18.9
flip-flops and latches: 4384 / 131000 / 68.5
well taps: 5663 / 7090 / 3.70
repair buffers: 309 / 2630 / 1.37
how the worst min path moves through the flow:
stage	startpoint	end	slack, ps	cells after the start
global route	DHT_Ydc[7][5]	ReadDataYdc[5]	790	2
CTS	DHT_Ydc[7][2]	ReadDataYdc[2]	760	2
finish	DHT_Ydc[6][5]	ReadDataYdc[5]	760	2
logic make-up (layout without fill, tap and decap cells):
logic type,Yosys count,in the layout,synth area share (%)
flip-flops,4384,4384,77.0
multiplexers,1489,1489,15.5
AND/OR/NAND/NOR,1038,1038,2.54
AND-OR/OR-AND,710,710,3.02
buffers and inverters,520,1127,1.96
other,0,21,0
flip-flops by register name (all words and copies together), names as in the netlist:
| signal | flops |
|---|---|
| DHT_Cdc | 128 |
| ReadDataCac | 8 |
| ReadDataYac | 8 |
| DHT_Cac | 2048 |
| ReadDataCdc | 8 |
| ReadDataYdc | 8 |
| DHT_Yac | 2048 |
| DHT_Ydc | 128 |
where the power goes:
part           switching (µW)  internal (µW)
sequential               29.5          12600
combinational             744            384
clock                    4230           5820
total                    5000          18800
cell usage in the layout, fill, tap and decap left out, drive strengths merged, types with 3 or more instances in the layout:
cell type      instances
diode                 21
nand3                 46
nand2b                 7
clkinvlp              21
or3                    4
mux2i                566
and3                   6
nor4                  35
inv                   16
o311a                  9
a31oi                  3
o32ai                  7
edfxtp              4352
o22ai                119
mux4                 920
clkdlybuf4s50         24
a22oi                 63
nand2                178
o211ai                 6
clkinv               184
nor2b                 11
o221ai               230
nand4                  6
nor3                  98
mux2                   3
dfxtp                 32
a21oi                139
nor2                 632
clkbuf               556
bufinv                41
a2111oi                9
buf                  285
o21ai                 70
a22o                  14
a211o                  3
a211oi                13
metal layers:
metal / up-vias / share of wire (%) / global-route usage, %
met2: 4637 / 48 / 33.1
met1: 41800 / 32 / 26.2
li1: 34500 / - / -
met5: - / 0.095 / 0.656
met4: 8 / 3.7 / 6.52
met3: 718 / 16 / 15.8
worst max-delay path, stage by stage:
cell	delay, ps
sky130_fd_sc_hd__clkdlybuf4s50_1	800
sky130_fd_sc_hd__mux4_2	580
sky130_fd_sc_hd__clkdlybuf4s50_1	420
stage by stage:
step | hold WS [ps] | total power (µW) | instance area (µm²)
6_report | 764 | 23800 | 192000
5_1_grt | 790 | 24500 | 192000
4_1_cts | 762 | 24000 | 192000
3_5_place_dp | 755 | 14000 | 177000
3_3_place_gp | 755 | 14000 | 177000
2_1_floorplan | 713 | 13400 | 171000
Power is estimated from default activity; no workload was simulated.
