===== flow/constraint.sdc =====
current_design jpeg_ycbcr

set clk_period 757.3
set clk_io_pct 0.2

create_clock -name clk0 -period $clk_period [get_ports {clk}]

set non_clock_inputs [all_inputs -no_clocks]
set_input_delay [expr $clk_period * $clk_io_pct] -clock clk0 $non_clock_inputs
set_output_delay [expr $clk_period * $clk_io_pct] -clock clk0 [all_outputs]

===== flow/run.sh =====
#!/bin/bash
# OpenROAD 26Q1-2900-gdf79404cd8, Yosys 0.63+post, stock flow scripts
make -C /OpenROAD-flow-scripts/flow DESIGN_CONFIG=/design/flow/config.mk WORK_HOME=/design/flow/orfs finish

===== flow/design.v =====
`timescale 1ps / 1ps
module jpeg_ycbcr(
    rst,
    clk,
    ProcessInit,
    DataInEnable,
    DataInPage,
    DataInCount,
    DataInIdle,
    Data0In,
    Data1In,
    DataInBlockWidth,
    OutEnable,
    OutPixelX,
    OutPixelY,
    OutR,
    OutG,
    OutB
    );
    input           rst;
    input           clk;
    input           ProcessInit;
    input           DataInEnable;
    input [2:0]     DataInPage;
    input [1:0]     DataInCount;
    output          DataInIdle;
    input [8:0]     Data0In;
    input [8:0]     Data1In;
    input [11:0]    DataInBlockWidth;
    output          OutEnable;
    output [15:0]   OutPixelX;
    output [15:0]   OutPixelY;
    output [7:0]    OutR;
    output [7:0]    OutG;
    output [7:0]    OutB;
    reg [2:0]       DataInColor;
    reg [11:0]      DataInBlockX;
    reg [11:0]      DataInBlockY;
    wire            ConvertEnable;
    wire            ConvertRead;
    wire            ConvertBank;
    wire [7:0]      ConvertAddress;
    wire [8:0]      DataY;
    wire [8:0]      DataCb;
    wire [8:0]      DataCr;
    wire [11:0]     ConvertBlockX;
    wire [11:0]     ConvertBlockY;
    always @(posedge clk or negedge rst) begin
        if(!rst) begin
            DataInColor  <= 3'b000;
        end else begin
            if(ProcessInit) begin
                DataInColor <= 3'b000;
            end else if(DataInEnable == 1'b1 & DataInPage == 3'b111 & DataInCount == 2'b11) begin
                if(DataInColor == 3'b101) begin
                    DataInColor <= 3'b000;
                end else begin
                    DataInColor <= DataInColor + 3'b001;
                end
            end
        end
    end
    jpeg_ycbcr_mem u_jpeg_ycbcr_mem(
        .rst            ( rst               ),
        .clk            ( clk               ),
        .DataInit       ( ProcessInit       ),
        .DataInEnable   ( DataInEnable      ),
        .DataInColor    ( DataInColor       ),
        .DataInPage     ( DataInPage        ),
        .DataInCount    ( DataInCount       ),
        .Data0In        ( Data0In           ),
        .Data1In        ( Data1In           ),
        .DataOutEnable  ( ConvertEnable     ),
        .DataOutAddress ( ConvertAddress    ),
        .DataOutRead    ( ConvertRead       ),
        .DataOutY       ( DataY             ),
        .DataOutCb      ( DataCb            ),
        .DataOutCr      ( DataCr            )
    );
    always @(posedge clk or negedge rst) begin
        if(!rst) begin
            DataInBlockX <= 12'h000;
            DataInBlockY <= 12'h000;
        end else begin
            if(ProcessInit) begin
                DataInBlockX <= 12'h000;
                DataInBlockY <= 12'h000;
            end else if((ConvertRead == 1'b1) && (ConvertAddress == 5'h1F)) begin
                if(DataInBlockWidth == DataInBlockX +1) begin
                    DataInBlockX <= 12'h000;
                    DataInBlockY <= DataInBlockY + 12'h001;
                end else begin
                    DataInBlockX <= DataInBlockX + 12'h001;
                end
            end
        end
    end
    jpeg_ycbcr2rgb u_jpeg_yccr2rgb(
        .rst        ( rst               ),
        .clk        ( clk               ),
        .InEnable   ( ConvertEnable     ),
        .InRead     ( ConvertRead       ),
        .InBlockX   ( DataInBlockX      ),
        .InBlockY   ( DataInBlockY      ),
        .InAddress  ( ConvertAddress    ),
        .InY        ( DataY             ),
        .InCb       ( DataCb            ),
        .InCr       ( DataCr            ),
        .OutEnable  ( OutEnable         ),
        .OutPixelX  ( OutPixelX         ),
        .OutPixelY  ( OutPixelY         ),
        .OutR       ( OutR              ),
        .OutG       ( OutG              ),
        .OutB       ( OutB              )
    );
endmodule
`timescale 1ps / 1ps
module jpeg_ycbcr2rgb(
    rst,
    clk,
    InEnable,
    InRead,
    InBlockX,
    InBlockY,
    InAddress,
    InY,
    InCb,
    InCr,
    OutEnable,
    OutPixelX,
    OutPixelY,
    OutR,
    OutG,
    OutB
);
    input          clk;
    input          rst;
    input          InEnable;
    output         InRead;
    input [11:0]   InBlockX;
    input [11:0]   InBlockY;
    output [7:0]   InAddress;
    input [8:0]    InY;
    input [8:0]    InCb;
    input [8:0]    InCr;
    output         OutEnable;
    output [15:0]  OutPixelX;
    output [15:0]  OutPixelY;
    output [7:0]   OutR;
    output [7:0]   OutG;
    output [7:0]   OutB;
    reg            RunActive;
    reg [7:0]      RunCount;
    reg [11:0]     RunBlockX;
    reg [11:0]     RunBlockY;
    always @(posedge clk or negedge rst) begin
        if(!rst) begin
            RunActive <= 1'b0;
            RunCount  <= 8'h00;
            RunBlockX <= 12'h000;
            RunBlockY <= 12'h000;
        end else begin
            if(RunActive == 1'b0) begin
                if(InEnable == 1'b1) begin
                    RunActive <= 1'b1;
                    RunBlockX <= InBlockX;
                    RunBlockY <= InBlockY;
                end
                RunCount  <= 8'h00;
            end else begin
                if(RunCount == 8'hFF) begin
                    RunActive <= 1'b0;
                    RunCount  <= 8'h00;
                end else begin
                    RunCount <= RunCount +8'd1;
                end
            end
        end
    end
    assign InRead    = RunActive;
    assign InAddress = RunCount;
    reg         PreEnable;
    reg [15:0]  PreCountX;
    reg [15:0]  PreCountY;
    reg         Phase0Enable;
    reg [15:0]  Phase0CountX;
    reg [15:0]  Phase0CountY;
    reg         Phase1Enable;
    reg [15:0]  Phase1CountX;
    reg [15:0]  Phase1CountY;
    reg         Phase2Enable;
    reg [15:0]  Phase2CountX;
    reg [15:0]  Phase2CountY;
    reg         Phase3Enable;
    reg [15:0]  Phase3CountX;
    reg [15:0]  Phase3CountY;
    reg signed [31:0] rgb00r;
    reg signed [31:0] r00r;
    reg signed [31:0] g00r;
    reg signed [31:0] g01r;
    reg signed [31:0] b00r;
    reg signed [31:0] r10r;
    reg signed [31:0] g10r;
    reg signed [31:0] g11r;
    reg signed [31:0] b10r;
    reg signed [31:0] r20r;
    reg signed [31:0] g20r;
    reg signed [31:0] b20r;
    wire signed [8:0] DataY;
    wire signed [8:0] DataCb;
    wire signed [8:0] DataCr;
    reg signed [8:0]  Phase0Y;
    reg signed [8:0]  Phase0Cb;
    reg signed [8:0]  Phase0Cr;
    wire signed [19:0] C_RR = 20'h59BA5;  
    wire signed [19:0] C_GB = 20'h16066;  
    wire signed [19:0] C_GR = 20'h2DB47;  
    wire signed [19:0] C_BB = 20'h71687;  
    assign             DataY  = InY;
    assign             DataCb = InCb;
    assign             DataCr = InCr;
    reg signed [8:0]   Phase1Y,Phase1Cb,Phase1Cr;
    reg signed [8:0]   Phase2Y,Phase2Cb,Phase2Cr;
    always @(posedge clk or negedge rst) begin
        if(!rst) begin
            rgb00r <= 0;
            r00r   <= 0;
            g00r   <= 0;
            g01r   <= 0;
            b00r   <= 0;
            r10r   <= 0;
            g10r   <= 0;
            g11r   <= 0;
            b10r   <= 0;
            r20r   <= 0;
            g20r   <= 0;
            b20r   <= 0;
            Phase0Enable <= 1'b0;
            Phase0CountX <= 16'h0000;
            Phase0CountY <= 16'h0000;
            Phase1Enable <= 1'b0;
            Phase1CountX <= 16'h0000;
            Phase1CountY <= 16'h0000;
            Phase2Enable <= 1'b0;
            Phase2CountX <= 16'h0000;
            Phase2CountY <= 16'h0000;
            Phase3Enable <= 1'b0;
            Phase3CountX <= 16'h0000;
            Phase3CountY <= 16'h0000;
        end else begin
            PreEnable <= RunActive;
            PreCountX <= {RunBlockX,RunCount[3:0]};
            PreCountY <= {RunBlockY,RunCount[7:4]};
            Phase0Enable <= PreEnable;
            Phase0CountX <= PreCountX;
            Phase0CountY <= PreCountY;
            Phase0Y      <= DataY;
            Phase0Cb     <= DataCb;
            Phase0Cr     <= DataCr;
            Phase1Enable <= Phase0Enable;
            Phase1CountX <= Phase0CountX;
            Phase1CountY <= Phase0CountY;
            rgb00r <= 32'h02000000 + {Phase0Y[8],Phase0Y[8],Phase0Y[8],Phase0Y[8],Phase0Y[8],Phase0Y[8:0],18'h0000};
            r00r   <= Phase0Cr * C_RR;
            g00r   <= Phase0Cb * C_GB;
            g01r   <= Phase0Cr * C_GR;
            b00r   <= Phase0Cb * C_BB;
            Phase1Y  <= Phase0Y;
            Phase1Cb <= Phase0Cb;
            Phase1Cr <= Phase0Cr;
            Phase2Enable <= Phase1Enable;
            Phase2CountX <= Phase1CountX;
            Phase2CountY <= Phase1CountY;
            r10r   <= rgb00r + r00r;
            g10r   <= rgb00r - g00r;
            g11r   <= g01r;
            b10r   <= rgb00r + b00r;
            Phase2Y  <= Phase1Y;
            Phase2Cb <= Phase1Cb;
            Phase2Cr <= Phase1Cr;
            Phase3Enable <= Phase2Enable;
            Phase3CountX <= Phase2CountX;
            Phase3CountY <= Phase2CountY;
            r20r   <= r10r;
            g20r   <= g10r - g11r;
            b20r   <= b10r;
        end
    end
    assign OutEnable = Phase3Enable;
    assign OutPixelX = Phase3CountX;
    assign OutPixelY = Phase3CountY;
    assign OutR      = (r20r[31])?8'h00:(r20r[26])?8'hFF:r20r[25:18];
    assign OutG      = (g20r[31])?8'h00:(g20r[26])?8'hFF:g20r[25:18];
    assign OutB      = (b20r[31])?8'h00:(b20r[26])?8'hFF:b20r[25:18];
endmodule
`timescale 1ps / 1ps
module jpeg_ycbcr_mem(
    rst,
    clk,
    DataInit,
    DataInEnable,
    DataInColor,
    DataInPage,
    DataInCount,
    Data0In,
    Data1In,
    DataOutEnable,
    DataOutAddress,
    DataOutRead,
    DataOutY,
    DataOutCb,
    DataOutCr
);
    input           rst;
    input           clk;
    input           DataInit;
    input           DataInEnable;
    input [2:0]     DataInColor;
    input [2:0]     DataInPage;
    input [1:0]     DataInCount;
    input [8:0]     Data0In;
    input [8:0]     Data1In;
    output          DataOutEnable;    
    input [7:0]     DataOutAddress;
    input           DataOutRead;
    output [8:0]    DataOutY;
    output [8:0]    DataOutCb;
    output [8:0]    DataOutCr;
    reg [8:0]       MemYA  [0:511];
    reg [8:0]       MemYB  [0:511];
    reg [8:0]       MemCbA [0:127];
    reg [8:0]       MemCbB [0:127];
    reg [8:0]       MemCrA [0:127];
    reg [8:0]       MemCrB [0:127];
    reg [1:0]       WriteBank, ReadBank;
    wire [5:0]      DataInAddress;
    assign DataInAddress = {DataInPage, DataInCount};
    always @(posedge clk or negedge rst) begin
        if(!rst) begin
            WriteBank <= 2'd0;
            ReadBank <= 2'd0;
        end else begin
            if(DataInit) begin
                WriteBank <= 2'd0;
            end else if(DataInEnable && (DataInAddress == 5'h1F) && (DataInColor == 3'b101)) begin
                WriteBank <= WriteBank + 2'd1;
            end
            if(DataInit) begin
                ReadBank <= 2'd0;
            end else if(DataOutRead && (DataOutAddress == 8'hFF)) begin
                ReadBank <= ReadBank + 2'd1;
            end
        end
    end
    wire [6:0]      WriteAddressA;
    wire [6:0]      WriteAddressB;
    function [6:0] F_WriteAddressA;
        input [2:0]    DataInColor;
    	input [2:0]    DataInPage;
    	input [1:0]    DataInCount;
        begin
            F_WriteAddressA[6]   = DataInColor[1];
            if(DataInColor[2] == 1'b0) begin
                F_WriteAddressA[5:4] = DataInCount[1:0];
                F_WriteAddressA[3]   = DataInColor[0] & ~DataInColor[2];
            end else begin
                F_WriteAddressA[5]  = 1'b0;
                F_WriteAddressA[4:3] = DataInCount[1:0];
            end
            F_WriteAddressA[2:0] = DataInPage[2:0];
        end
    endfunction
    function [6:0] F_WriteAddressB;
        input [2:0]    DataInColor;
    	input [2:0]    DataInPage;
    	input [1:0]    DataInCount;
        begin
            F_WriteAddressB[6]   = DataInColor[1];
            if(DataInColor[2] == 1'b0) begin
                F_WriteAddressB[5:4] = ~DataInCount[1:0];
                F_WriteAddressB[3]   = DataInColor[0] & ~DataInColor[2];
            end else begin
                F_WriteAddressB[5]   = 1'b0;
                F_WriteAddressB[4:3] = ~DataInCount[1:0];
            end
            F_WriteAddressB[2:0] = DataInPage[2:0];
        end
    endfunction
    assign WriteAddressA = F_WriteAddressA(DataInColor, DataInPage, DataInCount);
    assign WriteAddressB = F_WriteAddressB(DataInColor, DataInPage, DataInCount);
    always @(posedge clk) begin
        if(DataInColor[2] == 1'b0 & DataInEnable == 1'b1) begin
            MemYA[{WriteBank, WriteAddressA}] <= Data0In;
            MemYB[{WriteBank, WriteAddressB}] <= Data1In;
        end
    end
    always @(posedge clk) begin
        if(DataInColor == 3'b100 & DataInEnable == 1'b1) begin
            MemCbA[{WriteBank, WriteAddressA[4:0]}] <= Data0In;
            MemCbB[{WriteBank, WriteAddressB[4:0]}] <= Data1In;
        end
    end
    always @(posedge clk) begin
        if(DataInColor == 3'b101 & DataInEnable == 1'b1) begin
            MemCrA[{WriteBank, WriteAddressA[4:0]}] <= Data0In;
            MemCrB[{WriteBank, WriteAddressB[4:0]}] <= Data1In;
        end
    end
    reg [8:0] ReadYA;
    reg [8:0] ReadYB;
    reg [8:0] ReadCbA;
    reg [8:0] ReadCbB;
    reg [8:0] ReadCrA;
    reg [8:0] ReadCrB;
    reg [7:0] RegAdrs;
    always @(posedge clk) begin
        RegAdrs <= DataOutAddress;
        ReadYA  <= MemYA[{ReadBank, DataOutAddress[7],DataOutAddress[5:0]}];
        ReadYB  <= MemYB[{ReadBank, DataOutAddress[7],DataOutAddress[5:0]}];
        ReadCbA <= MemCbA[{ReadBank, DataOutAddress[6:5],DataOutAddress[3:1]}];
        ReadCrA <= MemCrA[{ReadBank, DataOutAddress[6:5],DataOutAddress[3:1]}];
        ReadCbB <= MemCbB[{ReadBank, DataOutAddress[6:5],DataOutAddress[3:1]}];
        ReadCrB <= MemCrB[{ReadBank, DataOutAddress[6:5],DataOutAddress[3:1]}];
    end
    assign DataOutEnable = (WriteBank != ReadBank);
    assign DataOutY  = (RegAdrs[6] ==1'b0)?ReadYA:ReadYB;
    assign DataOutCb = (RegAdrs[7] ==1'b0)?ReadCbA:ReadCbB;
    assign DataOutCr = (RegAdrs[7] ==1'b0)?ReadCrA:ReadCrB;
endmodule

===== flow/config.mk =====
export PLATFORM = sky130hd
export DESIGN_NAME = jpeg_ycbcr
export DESIGN_NICKNAME = jpeg_ycbcr
export VERILOG_FILES = /design/flow/design.v
export SDC_FILE = /design/flow/constraint.sdc
export NUM_CORES = 4
export LEC_CHECK = 1
export CORE_UTILIZATION = 50
export SYNTH_MEMORY_MAX_BITS = 65536

==> results.json <==
{
  "num_vias": 274235,
  "clock.latency.late_pin_ps": 1320,
  "mux_share": 0.1609,
  "outcome": "finished clean",
  "tritoncts": "yes",
  "layoutNonFillerInstCount": 43593,
  "cp.arrival_ps": 156350,
  "root_buffer": "clkbuf_16",
  "rsz0062_at_grt": "no",
  "dieArea_um2": 1129000,
  "final_util": 0.5620,
  "cts_max_path_buffers": 6,
  "top_logic_kind": "multiplexers",
  "postRouteAntennaNets": 0,
  "first_pass_iters": 9,
  "worstSetupEndpointType": "register",
  "gp_congestion": 0.9550,
  "hold_violations": 0,
  "track_usage": 0.3244,
  "p_switching_uw": 669.9,
  "die_w_mm": 1.063,
  "cts_made_buffers": 1490,
  "timing.final.crit_share": 0.2053,
  "ys_dominant_reg_cell": "edfxtp_1",
  "hold_buffers": 0,
  "synth.avg_cell_area_um2": 21.30,
  "grt_pass1_vias": 308784,
  "maxCapViolCount": 0,
  "grt_first_pass_wirelength_mm": 2276,
  "critPathMaxFanout": 14,
  "io_pins": 97,
  "drive_gt1_frac": 0.2316,
  "start_kind": "input pin",
  "max_slew_margin": 0.1137,
  "synth-edff-count": 13884,
  "ctsResizeCount": 0,
  "comb_area_um2": 124400,
  "skew_ps": 146.6,
  "flop_area_um2": 427900,
  "aoi_share": 0.02525,
  "layout_top_cells": "edfxtp_1, mux4_2, nor2_1",
  "post_cts_buffers": 0,
  "ys_seq_share": 0.7606,
  "final_design_area_no_fill_um2": 630200,
  "yosysUniqueCellTypes": 85,
  "simple_gate_share": 0.01806,
  "vdd_drop_max_uv": 3.917,
  "worstPathRequired_ps": 758160,
  "fmax_mhz": 6.431,
  "p_leak_nw": 200.1,
  "grt_start_max_net_pins": 112,
  "slew_viol_final": 0,
  "power_mw": 2.224,
  "cts.sinks": 14331,
  "grt_overflow_total": 0,
  "place_ws_ps": 600580,
  "dp.cells": 40804,
  "drt_iter0_drc": 19588,
  "die_h_mm": 1.063,
  "lay_top_count": "edfxtp_1",
  "syn2layout_area_growth_pct": 12.04,
  "io_buffers": 95,
  "async_flop_share": 0.02728,
  "path_clk_slew_ps": 50,
  "power_frac_seq": 0.400,
  "initial_core_util": 0.5016,
  "ys_cells": 26411,
  "ys.flops": 14331,
  "hold_ws_ps": 307.4,
  "p_comb_frac": 0.274,
  "critPathKind": "input pin to register",
  "tns_ps": 0,
  "worst_pin_slew_ps": 1322,
  "power.density_nw_per_um2": 3.529,
  "ys_area_um2": 562500,
  "avgRoutedWirePerCell_um": 36.91,
  "netlist_instances": 26411,
  "dp_hpwl_mm": 1028,
  "core_um2": 1121000,
  "min_period_ps": 155490,
  "xor_share": 0.002009,
  "setup_violations": 0,
  "p_sw_frac": 0.3012,
  "hold_class": "register to register",
  "drc_errors": 0,
  "viasPerCell": 6.291,
  "clockPowerShare": 0.326,
  "postPlaceCellArea_um2": 581600,
  "ys.warnings.count": 4,
  "p_int_mw": 1.554,
  "antenna_found_initial": 123,
  "htree_levels": 7,
  "worst_slack_ps": 601810,
  "routed_wl_mm": 1609,
  "nFillCells": 80532,
  "row_count": 389,
  "synth_adder_area_share": 0.01395,
  "warning_count": 78,
  "syn_area_um2": 562500
}
## sequential cells by signal (all words and copies together) (netlist names), 24 cells and up
signal and flops:
u_jpeg_ycbcr_mem.MemCbA 1152, u_jpeg_ycbcr_mem.MemCbB 1152, u_jpeg_ycbcr_mem.MemCrA 1152, u_jpeg_ycbcr_mem.MemCrB 1152, u_jpeg_ycbcr_mem.MemYA 4608, u_jpeg_ycbcr_mem.MemYB 4608
u_jpeg_yccr2rgb.g00r 24, u_jpeg_yccr2rgb.g01r 27, u_jpeg_yccr2rgb.g10r 30, u_jpeg_yccr2rgb.g11r 27
## critical path: stages
cell and delay (ps):
clkdlybuf4s50_1 1020, nand2_1 460, nor2_2 250, buf_4 380, nand2_4 380, buf_4 420
buf_4 330, buf_4 340, buf_4 430, nor2_1 730
## power groups by stage
stage | sequential [mW] | combinational (mW) | clock [mW]
CTS | 0.889 | 0.612 | 0.735
global route | 0.889 | 0.659 | 0.765
finish | 0.889 | 0.609 | 0.726
## cell type report
class                   instances  area share
flip-flops and latches      14331      0.6789
multi-input cells           10109      0.1974
clock buffers                1792     0.06202
well taps                   14858     0.02950
repair buffers               1134     0.01484
clock inverters               831     0.01440
inverters                     372    0.002275
diodes                        166   0.0006591
## path summary, 6_finish.rpt
check / startpoint / end / slack [ps] / depth (start not counted)
worst max register to register: u_jpeg_yccr2rgb.RunCount[0]$_DFF_PN0_ / u_jpeg_ycbcr_mem.ReadYB[1]$_DFF_P_ / 748440 / 14
min in group asynchronous: rst / u_jpeg_yccr2rgb.Phase0CountY[2]$_DFF_PN0_ / 150130 / 1
worst min-delay path: u_jpeg_yccr2rgb.Phase0Y[6]$_DFFE_PP_ / u_jpeg_yccr2rgb.rgb00r[24]$_DFF_PN0_ / 310 / 0
worst min register to register: u_jpeg_yccr2rgb.Phase0Y[6]$_DFFE_PP_ / u_jpeg_yccr2rgb.rgb00r[24]$_DFF_PN0_ / 310 / 0
worst max-delay path: DataInEnable / u_jpeg_ycbcr_mem.MemYB[126][0]$_DFFE_PP_ / 601810 / 10
max in group asynchronous: rst / u_jpeg_yccr2rgb.g00r[7]$_DFF_PN0_ / 605410 / 3
## logic make-up after synthesis
| kind of cell | count (synthesis) |
|---|---|
| flops | 14331 |
| mux | 4825 |
| simple gates | 2542 |
| compound gates | 2072 |
| buf+inv | 1971 |
| fa+ha+maj | 540 |
| xor+xnor | 129 |
| other cells | 1 |
## synthesized netlist by cell type, drive strengths merged, types with 9 or more instances
cell,count,share of area
a2111oi,53,0.00085
a211oi,179,0.0024
a21o,21,0.00028
a21oi,383,0.0034
a221oi,405,0.0063
a22oi,11,0.00015
a311oi,17,0.00026
a31oi,25,0.00028
and2,24,0.00027
and3,14,0.00016
buf,832,0.011
clkbuf,765,0.0054
dfrtp,391,0.017
dfxtp,56,0.0020
edfxtp,13884,0.74
fa,145,0.0052
ha,395,0.0088
inv,371,0.0025
mux2,52,0.0010
mux2i,1432,0.025
mux4,3341,0.13
nand2,498,0.0033
nand2b,17,0.00019
nand3,51,0.00045
nand4,14,0.00016
nor2,1752,0.012
nor2b,27,0.00030
nor3,74,0.00066
nor4,9,0.00010
o211ai,22,0.00029
o21a,26,0.00035
o21ai,432,0.0038
o21bai,19,0.00025
o221ai,184,0.0029
o22ai,203,0.0023
o311ai,11,0.00017
o31ai,9,0.00012
or2,18,0.00020
or3,21,0.00023
xnor2,85,0.0013
xor2,44,0.00069
## metal layers
metal,part of all wire,up-vias,GRT usage
met5,0.0038,-,0.04563
met4,0.041,195,0.1006
met3,0.21,3015,0.2944
met2,0.45,21499,0.4333
met1,0.30,137603,0.3937
li1,-,111923,-
Power figures rest on the tool's default switching activity, not on a simulated workload.
