`flow/design.v`:
```
`timescale 1ps / 1ps
module jpeg_idctb(
    rst,
    clk,
    DataInit,
    DataInEnable,
    DataInPage,
    DataInCount,
    DataInIdle,
    DataInA,
    DataInB,
    DataOutEnable,
    DataOutRead,
    DataOutAddress,
    DataOutA,
    DataOutB
);
    input           clk;
    input           rst;
    input           DataInit;
    input           DataInEnable;
    input [2:0]     DataInPage;
    input [1:0]     DataInCount;
    output          DataInIdle;
    input [15:0]    DataInA;
    input [15:0]    DataInB;
    output          DataOutEnable;
    input           DataOutRead;
    input [4:0]     DataOutAddress;
    output [15:0]   DataOutA;
    output [15:0]   DataOutB;
    wire [4:0]      DataInAddress;
    reg [1:0]       WriteBank, ReadBank;
    assign DataInAddress = {DataInPage, DataInCount};
    always @(posedge clk or negedge rst) begin
        if(!rst) begin
            WriteBank <= 2'd0;
            ReadBank <= 2'd0;
        end else begin
            if(DataInit) begin
                WriteBank <= 2'd0;
            end else if(DataInEnable && (DataInAddress == 5'h1F)) begin
                WriteBank <= WriteBank + 2'd1;
            end
            if(DataInit) begin
                ReadBank <= 2'd0;
            end else if(DataOutRead && (DataOutAddress == 5'h1F)) begin
                ReadBank <= ReadBank + 2'd1;
            end
        end
    end
    wire [5:0]  WriteQueryA, WriteQueryB;
    function [5:0] F_WriteQueryA;
        input [4:0] Count;
        case(Count)
            5'd0:  F_WriteQueryA = {1'd0, 5'd0};     
            5'd1:  F_WriteQueryA = {1'd0, 5'd4};     
            5'd2:  F_WriteQueryA = {1'd0, 5'd8};     
            5'd3:  F_WriteQueryA = {1'd0, 5'd12};    
            5'd4:  F_WriteQueryA = {1'd0, 5'd2};     
            5'd5:  F_WriteQueryA = {1'd0, 5'd6};     
            5'd6:  F_WriteQueryA = {1'd0, 5'd10};    
            5'd7:  F_WriteQueryA = {1'd0, 5'd14};    
            5'd8:  F_WriteQueryA = {1'd0, 5'd1};     
            5'd9:  F_WriteQueryA = {1'd0, 5'd5};     
            5'd10: F_WriteQueryA = {1'd0, 5'd9};     
            5'd11: F_WriteQueryA = {1'd0, 5'd13};    
            5'd12: F_WriteQueryA = {1'd1, 5'd3};     
            5'd13: F_WriteQueryA = {1'd1, 5'd7};     
            5'd14: F_WriteQueryA = {1'd1, 5'd11};    
            5'd15: F_WriteQueryA = {1'd1, 5'd15};    
            5'd16: F_WriteQueryA = {1'd1, 5'd0};     
            5'd17: F_WriteQueryA = {1'd1, 5'd4};     
            5'd18: F_WriteQueryA = {1'd1, 5'd8};     
            5'd19: F_WriteQueryA = {1'd1, 5'd12};    
            5'd20: F_WriteQueryA = {1'd0, 5'd3};     
            5'd21: F_WriteQueryA = {1'd0, 5'd7};     
            5'd22: F_WriteQueryA = {1'd0, 5'd11};    
            5'd23: F_WriteQueryA = {1'd0, 5'd15};    
            5'd24: F_WriteQueryA = {1'd1, 5'd1};     
            5'd25: F_WriteQueryA = {1'd1, 5'd5};     
            5'd26: F_WriteQueryA = {1'd1, 5'd9};     
            5'd27: F_WriteQueryA = {1'd1, 5'd13};    
            5'd28: F_WriteQueryA = {1'd1, 5'd2};     
            5'd29: F_WriteQueryA = {1'd1, 5'd6};     
            5'd30: F_WriteQueryA = {1'd1, 5'd10};    
            5'd31: F_WriteQueryA = {1'd1, 5'd14};    
        endcase
    endfunction
    function [5:0] F_WriteQueryB;
        input [4:0] Count;
        case(Count)
            5'd0:  F_WriteQueryB = {1'd1, 5'd28};    
            5'd1:  F_WriteQueryB = {1'd1, 5'd24};    
            5'd2:  F_WriteQueryB = {1'd1, 5'd20};    
            5'd3:  F_WriteQueryB = {1'd1, 5'd16};    
            5'd4:  F_WriteQueryB = {1'd1, 5'd30};    
            5'd5:  F_WriteQueryB = {1'd1, 5'd26};    
            5'd6:  F_WriteQueryB = {1'd1, 5'd22};    
            5'd7:  F_WriteQueryB = {1'd1, 5'd18};    
            5'd8:  F_WriteQueryB = {1'd1, 5'd29};    
            5'd9:  F_WriteQueryB = {1'd1, 5'd25};    
            5'd10: F_WriteQueryB = {1'd1, 5'd21};    
            5'd11: F_WriteQueryB = {1'd1, 5'd17};    
            5'd12: F_WriteQueryB = {1'd0, 5'd31};    
            5'd13: F_WriteQueryB = {1'd0, 5'd27};    
            5'd14: F_WriteQueryB = {1'd0, 5'd23};    
            5'd15: F_WriteQueryB = {1'd0, 5'd19};    
            5'd16: F_WriteQueryB = {1'd0, 5'd28};    
            5'd17: F_WriteQueryB = {1'd0, 5'd24};    
            5'd18: F_WriteQueryB = {1'd0, 5'd20};    
            5'd19: F_WriteQueryB = {1'd0, 5'd16};    
            5'd20: F_WriteQueryB = {1'd1, 5'd31};    
            5'd21: F_WriteQueryB = {1'd1, 5'd27};    
            5'd22: F_WriteQueryB = {1'd1, 5'd23};    
            5'd23: F_WriteQueryB = {1'd1, 5'd19};    
            5'd24: F_WriteQueryB = {1'd0, 5'd29};    
            5'd25: F_WriteQueryB = {1'd0, 5'd25};    
            5'd26: F_WriteQueryB = {1'd0, 5'd21};    
            5'd27: F_WriteQueryB = {1'd0, 5'd17};    
            5'd28: F_WriteQueryB = {1'd0, 5'd30};    
            5'd29: F_WriteQueryB = {1'd0, 5'd26};    
            5'd30: F_WriteQueryB = {1'd0, 5'd22};    
            5'd31: F_WriteQueryB = {1'd0, 5'd18};    
        endcase
    endfunction
    assign WriteQueryA = F_WriteQueryA(DataInAddress);
    assign WriteQueryB = F_WriteQueryB(DataInAddress);
    reg [15:0]  MemoryA  [0:127];
    reg [15:0]  MemoryB  [0:127];
    wire [6:0]  WriteAddressA, WriteAddressB;
    wire [15:0] WriteDataA, WriteDataB;
    assign WriteAddressA = {WriteBank, (WriteQueryA[5])?WriteQueryB[4:0]:WriteQueryA[4:0]};
    assign WriteAddressB = {WriteBank, (WriteQueryB[5])?WriteQueryB[4:0]:WriteQueryA[4:0]};
    assign WriteDataA = (WriteQueryA[5])?DataInB:DataInA;
    assign WriteDataB = (WriteQueryB[5])?DataInB:DataInA;
    always @(posedge clk) begin
        if(DataInEnable) MemoryA[WriteAddressA] <= WriteDataA;
        if(DataInEnable) MemoryB[WriteAddressB] <= WriteDataB;
    end
    reg [15:0]  RegMemoryA, RegMemoryB;
    always @(posedge clk) begin
        RegMemoryA <= MemoryA[{ReadBank, DataOutAddress}];
        RegMemoryB <= MemoryB[{ReadBank, DataOutAddress}];
    end
    assign DataOutEnable    = (WriteBank != ReadBank);
    assign DataOutA         = (DataOutAddress[4])?RegMemoryB:RegMemoryA;
    assign DataOutB         = (DataOutAddress[4])?RegMemoryA:RegMemoryB;
endmodule
```
`flow/run.sh`:
```
#!/bin/bash
# OpenROAD 26Q1-2900-gdf79404cd8, Yosys 0.63+post, stock flow scripts
make -C /OpenROAD-flow-scripts/flow DESIGN_CONFIG=/design/flow/config.mk WORK_HOME=/design/flow/orfs finish
```
`flow/config.mk`:
```
export PLATFORM = sky130hd
export DESIGN_NAME = jpeg_idctb
export DESIGN_NICKNAME = jpeg_idctb
export VERILOG_FILES = /design/flow/design.v
export SDC_FILE = /design/flow/constraint.sdc
export NUM_CORES = 4
export LEC_CHECK = 1
export CORE_UTILIZATION = 30
export SYNTH_MEMORY_MAX_BITS = 65536
```
`flow/constraint.sdc`:
```
current_design jpeg_idctb

set clk_period 4.0
set clk_io_pct 0.2

create_clock -name clk0 -period $clk_period [get_ports {clk}]

set non_clock_inputs [all_inputs -no_clocks]
set_input_delay [expr $clk_period * $clk_io_pct] -clock clk0 $non_clock_inputs
set_output_delay [expr $clk_period * $clk_io_pct] -clock clk0 [all_outputs]
```
==> impl_metrics.ini <==
; yosys + openroad results
[worst_setup_path]
critical_path_class = reg2out
slowest_stage = dfxtp_1
critPathLaunchType = register
cp_data_required_time_ns = 3.20
slowest_delay_ns = 0.80
worstPathBufferInverterCount = 1
endpoint_kind = output port
crit_family = flip-flops
cp_max_fo = 2
cp.arrival_ns = 2.87
worstPathCellList = mux2_2 > clkdlybuf4s50_1

[place]
place.detailed.hpwl_um = 254000
port_buffers = 79
gp_congestion = 0.852

[detailed_routing]
avgViaCountPerCell = 4.94
drtPass1Iterations = 6
vias = 70598
wire_per_inst_um = 28.7
drt.antenna.violating_nets = 0
drc_errors = 0
routed_wl_um = 410000
initialDrtViolationCount = 4437

[synth]
ys_seq_share_pct = 78.3
synth.yosys.warnings = 2
synthesis.area_mm2 = 0.158
synth-edff-count = 4096
async_flop_share_pct = 0.0968
ff_type = edfxtp_1
numSynthFlops = 4132
yosys_area_mm2 = 0.158
yosys_cells = 6260
synth_area_per_cell_um2 = 25.2
synth_cell_type_count = 33
synthCells = 6260

[timing]
max_slew_margin_pct = 41.7
skew_ns = 0.0684
finalSetupViolCount = 0
hold_slack_ns = 0.0753
post-route-period-util_pct = 91.6
rsz0062_at_grt = no
hold_violations = 0
fin_tns_setup_ns = 0
fin_crit_ns = 3.67
worst-slew-pin-transition_ns = 0.875
final_max_slew_viol_count = 0
fmax_mhz = 273

[global_routing]
grt_overflow = 0
antenna_found_initial = 27
grt_usage_pct = 16.7
grt_pass1_wl_um = 585000
grt_pass1_vias = 79727
grt_max_degree = 129

[pwr]
power_density_mw_per_mm2 = 489
leakage_nw = 57.4
combPwrFrac_pct = 6.1
p_sw_mw = 19.5
p_total_mw = 91.8
vdd_drop_max_uv = 373
clock_power_share_pct = 41.1
p_seq_share_pct = 52.8
p_int_mw = 72.3
p_sw_share_pct = 21.3

[floorplan]
rows = 266
ios = 81
die_h_um = 728
core_area_mm2 = 0.525
fp_util_pct = 30.1
die_area_mm2 = 0.529
fp.dieW_um = 728

[clock_network]
htreeDepth = 5
cts_sinks = 4132
hold_buffers = 0
clk_pin_slew_worst_paths_ns = 0.06
cts_tree = yes
post-cts-setup-buffers = 0
cts-root-buf = clkbuf_16
cts_made_buffers = 395
clk_latency_ns = 0.98
ctsResizeCount = 0
clockBufferDepth = 4

[status]
status = completed

[final_layout]
synthToLayoutAreaGrowth_pct = 18.9
utilization_pct = 35.8
drive_gt1_share_pct = 38.6

[hold_path]
holdCritPathClass = in2async

[flow_run]
drv_cap = 0
log.warning_count = 35
==> power groups by stage <==
stage                 clock network (mW)  logic, mW  registers [mW]
after CTS                           38.3       5.67            48.5
after global routing                39.9       5.98            48.5
final                               37.7       5.59            48.5
==> cell type report <==
cell class / count / area, µm²
clock buffer: 494 / 10500
inverter: 3 / 11.3
clock inverter: 231 / 2570
tap: 6968 / 8720
antenna: 6 / 15.0
timing repair buffer: 687 / 8790
fill: 46678 / 337000
multi-input combinational: 1770 / 33500
sequential: 4132 / 124000
==> logic make-up (layout without fill, tap and decap cells) <==
kind of cell             after synthesis  in the layout  share of synthesized area (%)
AND/OR/NAND/NOR                      305            305                          0.761
flip-flops                          4132           4132                           78.3
multiplexers                        1442           1442                           19.9
XOR/XNOR                               5              5                         0.0277
other                                  1              7                        0.00237
AND-OR/OR-AND                         12             12                         0.0475
adder cells (fa/ha/maj)                5              5                         0.0396
buffers and inverters                358           1415                          0.918
==> registers in the layout, indices dropped and copies added, names as in the netlist <==
register and count:
WriteBank 2, RegMemoryB 16, ReadBank 2, MemoryB 2048, RegMemoryA 16, MemoryA 2048
==> Yosys cell counts (3+ instances only) <==
master	instances	area [µm²]
nor2_1	266	998
mux2_2	96	1080
buf_2	67	335
edfxtp_1	4096	123000
inv_1	3	11.3
mux4_2	1344	30300
clkbuf_1	213	800
dfrtp_1	4	100
o21bai_1	4	30.0
and2_1	3	18.8
buf_1	71	267
xnor2_1	3	26.3
dfxtp_1	32	641
nand2_1	20	75.1
ha_1	5	62.6
o21ai_1	4	20.0
==> layout by cell type (no fill, tap or decap), types with 3 or more instances in the layout <==
cell and n:
clkinv_8 5, o21ai_4 4, clkinv_4 4, inv_1 3, mux4_2 1344, clkinv_2 60, clkbuf_1 76, edfxtp_1 4096
bufinv_16 48, clkinvlp_4 19, inv_6 7, xnor2_1 3, o21bai_4 4, clkdlybuf4s50_1 74, buf_8 3, diode_2 6
ha_1 5, clkinv_16 5, dfxtp_1 32, nor2_1 74, mux2_4 32, nor2_2 192, nand2_1 20, buf_4 336
and2_1 3, clkbuf_8 18, inv_16 3, clkbuf_16 400, mux2_2 64, buf_12 272, clkinv_1 80
==> per-layer routing <==
metal  GRT usage [%]  vias up  wire, µm
li1                -    28725         -
met1            16.5    36163    119000
met2            25.9     5120    199000
met3            15.3      568     81400
met4            3.32       22     10800
met5           0.290        -       177
==> worst register-to-register path, delay by kind of cell (launching register included) <==
family,cells,cell delay [ns]
and+or+nand+nor,2,1.08
DFF,1,0.43
adders and majority gates,1,0.35
buffers and inverters,2,0.48
==> per-stage QoR <==
step | cells | setup slack (ns) | instance area [µm²]
final | 14291 | 0.335 | 188000
after global routing | 14286 | 0.337 | 188000
after CTS | 14285 | 0.409 | 188000
after detailed placement | 13560 | -0.241 | 175000
after global placement | 13560 | -0.359 | 175000
after floorplan | 6260 | 0.518 | 158000
==> final timing paths <==
check	from	to	slack, ns	depth (start not counted)
hold reg to reg	WriteBank[1]$_DFFE_PN0P_	WriteBank[1]$_DFFE_PN0P_	0.67	2
min in group clk0	DataInit	WriteBank[0]$_DFFE_PN0P_	0.52	2
max in group asynchronous	rst	ReadBank[1]$_DFFE_PN0P_	3.70	1
hold / removal	rst	WriteBank[0]$_DFFE_PN0P_	0.08	1
setup reg to reg	WriteBank[0]$_DFFE_PN0P_	MemoryA[81][2]$_DFFE_PP_	1.33	5
setup / recovery	RegMemoryB[13]$_DFF_P_	DataOutA[13]	0.33	2
Power is estimated from default activity; no workload was simulated.
