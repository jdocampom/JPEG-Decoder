<file path="design/flow/run.sh">
#!/bin/bash
# OpenROAD 26Q1-2900-gdf79404cd8, Yosys 0.63+post, stock flow scripts
make -C /OpenROAD-flow-scripts/flow DESIGN_CONFIG=/design/flow/config.mk WORK_HOME=/design/flow/orfs finish
</file>
<file path="design/flow/config.mk">
export PLATFORM = sky130hd
export DESIGN_NAME = jpeg_ziguzagu
export DESIGN_NICKNAME = jpeg_ziguzagu
export VERILOG_FILES = /design/flow/design.v
export SDC_FILE = /design/flow/constraint.sdc
export NUM_CORES = 4
export LEC_CHECK = 1
export CORE_UTILIZATION = 50
export SYNTH_MEMORY_MAX_BITS = 65536
</file>
<file path="design/flow/constraint.sdc">
current_design jpeg_ziguzagu

set clk_period 4.1
set clk_io_pct 0.2

create_clock -name clk0 -period $clk_period [get_ports {clk}]

set non_clock_inputs [all_inputs -no_clocks]
set_input_delay [expr $clk_period * $clk_io_pct] -clock clk0 $non_clock_inputs
set_output_delay [expr $clk_period * $clk_io_pct] -clock clk0 [all_outputs]
</file>
<file path="design/flow/design.v">
`timescale 1ps / 1ps
module jpeg_ziguzagu(
    rst,
    clk,
    DataInit,
    HuffmanEndEnable,
    DataInEnable,
    DataInAddress,
    DataInColor,
    DataInIdle,
    DataIn,
    DataOutEnable,
    DataOutRead,
    DataOutAddress,
    DataOutColor,
    DataOutA,
    DataOutB
);
    input           clk;
    input           rst;
    input           DataInit;    
    input           HuffmanEndEnable;
    input           DataInEnable;
    input [5:0]     DataInAddress;
    input [2:0]     DataInColor;
    output          DataInIdle;
    input [15:0]    DataIn;
    output          DataOutEnable;
    input           DataOutRead;
    input [4:0]     DataOutAddress;
    output [2:0]    DataOutColor;
    output [15:0]   DataOutA;
    output [15:0]   DataOutB;
    parameter S_IDLE    = 2'd0;
    parameter S_VALID   = 2'd1;
    parameter S_FULL    = 2'd2;
    parameter S_INIT    = 2'd3;
    reg [1:0]   State;
    reg [1:0]   BankCount;
    reg [2:0]   BankColor [0:3];
    reg [1:0]   WriteBank;
    reg [1:0]   ReadBank;
    wire [5:0]  WriteQuery;
    always @(posedge clk or negedge rst) begin
        if(!rst) begin
            State <= S_IDLE;
            BankCount <= 2'd0;
        end else begin
            case(State)
                S_IDLE: begin
                    if(DataInit) begin
                        State       <= S_INIT;
                    end else if(HuffmanEndEnable) begin
                        State       <= S_VALID;
                        BankCount   <= 2'd0;
                    end
                end
                S_VALID: begin
                    if(HuffmanEndEnable && !(DataOutRead && (DataOutAddress == 5'd31))) begin
                        if(BankCount == 2'd2) begin
                            State       <= S_FULL;
                            BankCount   <= 2'd3;
                        end else begin
                            BankCount <= BankCount + 2'd1;
                        end
                    end else if(!HuffmanEndEnable && (DataOutRead && (DataOutAddress == 5'd31))) begin
                        if(BankCount == 2'd0) begin
                            State       <= S_IDLE;
                            BankCount   <= 2'd0;
                        end else begin
                            BankCount   <= BankCount - 2'd1;
                        end
                    end
                end
                S_FULL: begin
                    if(DataOutRead && (DataOutAddress == 5'd31)) begin
                        State       <= S_VALID;
                        BankCount   <= 2'd2;
                    end
                end
                S_INIT: begin
                    State <= S_IDLE;
                end
            endcase
        end
    end
    always @(posedge clk or negedge rst) begin
        if(!rst) begin
            BankColor[0]    <= 3'd0;
            BankColor[1]    <= 3'd0;
            BankColor[2]    <= 3'd0;
            BankColor[3]    <= 3'd0;
        end else begin
            if(HuffmanEndEnable) BankColor[WriteBank] <= DataInColor;
        end
    end
    always @(posedge clk or negedge rst) begin
        if(!rst) begin
            WriteBank   <= 2'd0;
            ReadBank    <= 2'd0;
        end else begin
            if(State == S_INIT) begin
                WriteBank <= 2'd0;
            end else if(HuffmanEndEnable) begin
                WriteBank <= WriteBank + 2'd1;
            end
            if(State == S_INIT) begin
                ReadBank <= 2'd0;
            end else if(DataOutRead && (DataOutAddress == 5'd31)) begin
                ReadBank <= ReadBank + 2'd1;
            end
        end
    end
    function [5:0] F_WriteQuery;
        input [5:0] Count;
        case(Count)
            6'd0:  F_WriteQuery = {1'b0, 5'd0 };
            6'd1:  F_WriteQuery = {1'b0, 5'd2 };
            6'd2:  F_WriteQuery = {1'b0, 5'd4 };
            6'd3:  F_WriteQuery = {1'b0, 5'd8 };
            6'd4:  F_WriteQuery = {1'b0, 5'd6 };
            6'd5:  F_WriteQuery = {1'b0, 5'd1 };
            6'd6:  F_WriteQuery = {1'b1, 5'd3 };
            6'd7:  F_WriteQuery = {1'b0, 5'd5 };
            6'd8:  F_WriteQuery = {1'b0, 5'd10};
            6'd9:  F_WriteQuery = {1'b0, 5'd12};
            6'd10: F_WriteQuery = {1'b0, 5'd16};
            6'd11: F_WriteQuery = {1'b0, 5'd14};
            6'd12: F_WriteQuery = {1'b0, 5'd9 };
            6'd13: F_WriteQuery = {1'b1, 5'd7 };
            6'd14: F_WriteQuery = {1'b1, 5'd0 };
            6'd15: F_WriteQuery = {1'b0, 5'd3 };
            6'd16: F_WriteQuery = {1'b1, 5'd4 };
            6'd17: F_WriteQuery = {1'b1, 5'd11};
            6'd18: F_WriteQuery = {1'b0, 5'd13};
            6'd19: F_WriteQuery = {1'b0, 5'd18};
            6'd20: F_WriteQuery = {1'b0, 5'd20};
            6'd21: F_WriteQuery = {1'b0, 5'd24};
            6'd22: F_WriteQuery = {1'b0, 5'd22};
            6'd23: F_WriteQuery = {1'b0, 5'd17};
            6'd24: F_WriteQuery = {1'b1, 5'd15};
            6'd25: F_WriteQuery = {1'b1, 5'd8 };
            6'd26: F_WriteQuery = {1'b0, 5'd7 };
            6'd27: F_WriteQuery = {1'b1, 5'd1 };
            6'd28: F_WriteQuery = {1'b1, 5'd2 };
            6'd29: F_WriteQuery = {1'b1, 5'd5 };
            6'd30: F_WriteQuery = {1'b0, 5'd11};
            6'd31: F_WriteQuery = {1'b1, 5'd12};
            6'd32: F_WriteQuery = {1'b1, 5'd19};
            6'd33: F_WriteQuery = {1'b0, 5'd21};
            6'd34: F_WriteQuery = {1'b0, 5'd26};
            6'd35: F_WriteQuery = {1'b0, 5'd28};
            6'd36: F_WriteQuery = {1'b0, 5'd30};
            6'd37: F_WriteQuery = {1'b0, 5'd25};
            6'd38: F_WriteQuery = {1'b1, 5'd23};
            6'd39: F_WriteQuery = {1'b1, 5'd16};
            6'd40: F_WriteQuery = {1'b0, 5'd15};
            6'd41: F_WriteQuery = {1'b1, 5'd9 };
            6'd42: F_WriteQuery = {1'b1, 5'd6 };
            6'd43: F_WriteQuery = {1'b1, 5'd10};
            6'd44: F_WriteQuery = {1'b1, 5'd13};
            6'd45: F_WriteQuery = {1'b0, 5'd19};
            6'd46: F_WriteQuery = {1'b1, 5'd20};
            6'd47: F_WriteQuery = {1'b1, 5'd27};
            6'd48: F_WriteQuery = {1'b0, 5'd29};
            6'd49: F_WriteQuery = {1'b1, 5'd31};
            6'd50: F_WriteQuery = {1'b1, 5'd24};
            6'd51: F_WriteQuery = {1'b0, 5'd23};
            6'd52: F_WriteQuery = {1'b1, 5'd17};
            6'd53: F_WriteQuery = {1'b1, 5'd14};
            6'd54: F_WriteQuery = {1'b1, 5'd18};
            6'd55: F_WriteQuery = {1'b1, 5'd21};
            6'd56: F_WriteQuery = {1'b0, 5'd27};
            6'd57: F_WriteQuery = {1'b1, 5'd28};
            6'd58: F_WriteQuery = {1'b0, 5'd31};
            6'd59: F_WriteQuery = {1'b1, 5'd25};
            6'd60: F_WriteQuery = {1'b1, 5'd22};
            6'd61: F_WriteQuery = {1'b1, 5'd26};
            6'd62: F_WriteQuery = {1'b1, 5'd29};
            6'd63: F_WriteQuery = {1'b1, 5'd30};
        endcase
    endfunction
    assign WriteQuery = F_WriteQuery(DataInAddress);
    reg [15:0]  MemoryA  [0:127];
    reg [15:0]  MemoryB  [0:127];
    wire [6:0]  WriteAddress;
    wire        WriteEnableA, WriteEnableB;
    assign WriteEnableA = DataInEnable & ~WriteQuery[5];
    assign WriteEnableB = DataInEnable &  WriteQuery[5];
    assign WriteAddress = {WriteBank, WriteQuery[4:0]};
    always @(posedge clk) begin
        if(WriteEnableA) MemoryA[WriteAddress] <= DataIn;
        if(WriteEnableB) MemoryB[WriteAddress] <= DataIn;
    end
    reg [15:0]  RegMemoryA, RegMemoryB;
    always @(posedge clk) begin
        RegMemoryA <= MemoryA[{ReadBank, DataOutAddress}];
        RegMemoryB <= MemoryB[{ReadBank, DataOutAddress}];
    end
    reg [127:0] DataEnableA, DataEnableB;
    always @(posedge clk or negedge rst) begin
        if(!rst) begin
            DataEnableA <= 128'd0;
            DataEnableB <= 128'd0;
        end else begin
            if(State == S_INIT) begin
                DataEnableA <= 128'd0;
                DataEnableB <= 128'd0;
            end else begin
                if(DataInEnable && (WriteBank == 2'd0)) begin
                    if(WriteEnableA) begin
                        if(WriteAddress[4:0] == 5'd0) begin
                            DataEnableA[{2'd0, WriteAddress[4:0]}] <= 1'b1;
                            DataEnableA[31:1] <= 31'd0;
                            DataEnableB[31:0] <= 32'd0;
                        end else begin
                            DataEnableA[{2'd0, WriteAddress[4:0]}] <= 1'b1;
                        end
                    end else begin
                        DataEnableB[{2'd0, WriteAddress[4:0]}] <= 1'b1;
                    end
                end
                if(DataInEnable && (WriteBank == 2'd1)) begin
                    if(WriteEnableA) begin
                        if(WriteAddress[4:0] == 5'd0) begin
                            DataEnableA[{2'd1, WriteAddress[4:0]}] <= 1'b1;
                            DataEnableA[63:33] <= 31'd0;
                            DataEnableB[63:32] <= 32'd0;
                        end else begin
                            DataEnableA[{2'd1, WriteAddress[4:0]}] <= 1'b1;
                        end
                    end else begin
                        DataEnableB[{2'd1, WriteAddress[4:0]}] <= 1'b1;
                    end
                end
                if(DataInEnable && (WriteBank == 2'd2)) begin
                    if(WriteEnableA) begin
                        if(WriteAddress[4:0] == 5'd0) begin
                            DataEnableA[{2'd2, WriteAddress[4:0]}] <= 1'b1;
                            DataEnableA[95:65] <= 31'd0;
                            DataEnableB[95:64] <= 32'd0;
                        end else begin
                            DataEnableA[{2'd2, WriteAddress[4:0]}] <= 1'b1;
                        end
                    end else begin
                        DataEnableB[{2'd2, WriteAddress[4:0]}] <= 1'b1;
                    end
                end
                if(DataInEnable && (WriteBank == 2'd3)) begin
                    if(WriteEnableA) begin
                        if(WriteAddress[4:0] == 5'd0) begin
                            DataEnableA[{2'd3, WriteAddress[4:0]}] <= 1'b1;
                            DataEnableA[127:97] <= 31'd0;
                            DataEnableB[127:96] <= 32'd0;
                        end else begin
                            DataEnableA[{2'd3, WriteAddress[4:0]}] <= 1'b1;
                        end
                    end else begin
                        DataEnableB[{2'd3, WriteAddress[4:0]}] <= 1'b1;
                    end
                end
            end
        end
    end
    reg AddressDelayA, AddressDelayB;
    always @(posedge clk or negedge rst) begin
        if(!rst) begin
            AddressDelayA <= 1'b0;
            AddressDelayB <= 1'b0;
        end else begin
            AddressDelayA <= DataEnableA[{ReadBank, DataOutAddress}];
            AddressDelayB <= DataEnableB[{ReadBank, DataOutAddress}];
        end
    end
    assign DataInIdle       = (State == S_IDLE) | (State == S_VALID);
    assign DataOutEnable    = (State == S_VALID) | (State == S_FULL);
    assign DataOutColor     = BankColor[ReadBank];
    assign DataOutA         = (AddressDelayA)?RegMemoryA:16'd0;
    assign DataOutB         = (AddressDelayB)?RegMemoryB:16'd0;
endmodule
</file>
==> reports/qor.txt <==
status - completed
Synth Area in Compound Gates - 0.0162
number of synthesized flops with an enable pin - 4096
Worst-Margin Slew - 817 ps
combinational power share - 0.097
final wirelength - 437 mm
most frequent cells in the layout - edfxtp_1 (4096), mux4_2 (1429), buf_4 (504)
Bufs and invs on worst path - 2
Max Cap Violations - 0
I/O Pins - 73
Reg power frac - 0.513
fmax - 263 MHz
Setup Viol. Count Final - 0
Die Span X - 588 microns
Top-area cell share - 0.716
Antenna Nets Post-Route - 0
proportion of layout cells with a drive suffix above 1 - 0.353
vias in the first global route - 91600
VDD IR max - 401 uV
NetSw - 23.0 mW
DPL Wire Length - 277 mm
Power Density - 494 nW/um^2
Syn Inst Count - 7575
Slew Limit Fails - 0
Setup Crit Path Kind - flop to output port
Flop area - 131000 sq um
crit start category - flop
RR Endpoint - DataEnableA[14]
tool warnings - 71
post-synthesis async set-or-reset flop share - 0.0635
final count of hold timing violations - 0
Synth Cell Area - 172000 sq um
most frequent logic cell in the layout - edfxtp_1
Syn Area/Cell - 22.7 sq um
Hold Crit Start - DataIn[7]
CTS buffer count - 440
Reg-to-Reg Start - WriteBank[0]
# DRC - 0
Filler Cells Inserted - 23400
leak pwr - 65.5 nW
CP delay by family, top - buffers and inverters
H-tree depth - 5
unrepaired setup endpoints after global routing - no
WL/cell - 32.7 microns
die area - 346000 sq um
grt total ovfl - 0
Sink Count - 4408
Via density - 6.13
Top non-seq family - multiplexers
Top cells by area - edfxtp_1 (72%), mux4_2 (19%), dfrtp_1 (4.1%)
Mux cell area share - 0.189
FP Core Util - 0.504
Max stage delay cell, worst path - inv_6
Tmin final - 3800 ps
Yosys Instances - 7575
ys flop type - edfxtp_1
ys flops - 4408
post-layout instance area - 202000 sq um
Comb area - 39700 sq um
Placed Area - 188000 sq um
vias after detailed routing - 82100
clk latency of the worst-skew pair - 980 ps
Int Pwr - 76.9 mW
# port buffers - 72
crit path from - ReadBank[0]
Worst-path clk slew - 60 ps
first-pass GRT wire length - 639 mm
Resize count post-CTS - 0
hold endpoint - MemoryA[7][7]
Post-Synth Adder-Cell Area - 0.00211
post-layout period usage - 0.928
post-synthesis sequential area ratio - 0.760
crit path DAT - 2980 ps
library cells used by synthesis - 83
CP cell instances - inv_6 -> ha_1 -> mux2i_1 -> clkdlybuf4s50_1
CTS tree - yes
clock skew - 56.8 ps
GP Congestion - 0.905
antenna violations before repair - 22
Slew headroom - 0.455
Total GRT Usage - 0.294
worst-case clock buffer depth - 4
power share of the clock group - 0.390
Die Ht - 588 microns
hold-critical path depth - 1
Critical Path Fanout Max - 34
drt pass-1 iters - 9
Register-to-Register Setup Slack - 1320 ps
Final WS setup - 296 ps
core area - 341000 sq um
worst hold path class - primary input to flop
YS chip area - 172000 sq um
pre-CTS WS - -527 ps
Hold Slack - 281 ps
reg2reg path depth - 9
# rows - 214
Crit path largest cell delay - 530 ps
Net Sw Frac - 0.230
yosys simple share - 0.0201
Iter 0 DRT Violations - 5122
CTS root buf - clkbuf_16
required time of the critical path - 3280 ps
xor/xnor share - 0.000255
largest net degree at the start of global routing - 129
Synth warnings - 2
largest area contributor in the synthesized netlist - edfxtp_1
CP endpoint kind - output port
synth-to-layout area growth - 17.6%
-- cell usage after synthesis (44+ instances only) --
library cell  instances
edfxtp_1           4096
mux4_2             1429
nor2_1              366
clkbuf_1            333
dfrtp_1             279
nand2_1             246
buf_1                88
a21oi_1              63
a32o_1               59
o21ai_0              52
a31oi_1              50
and2_1               44
-- area by class of cell --
type                    instances  share of cell area
clock inverters               247              0.0110
repair buffers                941              0.0590
inverters                      22            0.000446
flip-flops and latches       4408               0.647
clock buffers                 560              0.0583
multi-input cells            2670               0.197
well taps                    4536              0.0281
diodes                          6           0.0000743
-- cell families (layout without fill, tap and decap cells) --
group           Yosys count  after routing
buf+inv                 497           1770
fa+ha+maj                29             29
other cells               0              6
simple gates            799            799
mux                    1462           1462
compound gates          375            375
flops                  4408           4408
xor+xnor                  5              5
-- layer usage --
metal	wire length [microns]	global-route usage	up-vias
met1	138000	0.397	42000
met3	78100	0.223	714
met5	580	0.00917	-
met2	205000	0.406	5207
li1	-	-	34100
met4	15900	0.0794	28
-- sequential cells by signal, summed over array words and instances, names as in the netlist, 4 cells and up --
name,count
BankColor,12
DataEnableB,128
State,4
RegMemoryB,16
RegMemoryA,16
DataEnableA,128
MemoryB,2048
MemoryA,2048
-- power groups by stage --
stage                 clock network, mW  registers (mW)  logic, mW
after CTS                          39.6            51.2       9.82
after global routing               41.3            51.3       10.4
final                              38.9            51.2       9.69
-- worst max path at each step --
stage                      to  slack (ps)  cells past startpoint
CTS           DataOutColor[1]         180                      4
global route  DataOutColor[1]          70                      5
finish        DataOutColor[1]         300                      4
-- metrics by stage --
stage	setup TNS [ps]	total power, mW	cells	utilization
4_1_cts	0	101	13400	0.593
3_5_place_dp	-995670	61.9	12600	0.552
5_1_grt	0	103	13400	0.593
3_3_place_gp	-1030640	61.8	12600	0.552
6_report	0	99.8	13400	0.593
2_1_floorplan	-416270	56.8	7575	-
-- repair_timing --
item / in CTS / in global routing
hold buffers: 1 / 0
buffers inserted: 0 / 0
hold endpoints to repair: 75 / 0
Power figures rest on the tool's default switching activity, not on a simulated workload.
