### ./design.v
`timescale 1ps / 1ps
module jpeg_dqt(
    rst,
    clk,
    DataInEnable,
    DataInColor,
    DataInCount,
    DataIn,
    TableColor,
    TableNumber,
    TableData
);
    input           rst;
    input           clk;
    input           DataInEnable;
    input           DataInColor;
    input [5:0]     DataInCount;
    input [7:0]     DataIn;
    input           TableColor;
    input  [5:0]    TableNumber;
    output [7:0]    TableData;
    reg [7:0]       DQT_Y [0:63];
    reg [7:0]       DQT_C [0:63];
    always @(posedge clk) begin
        if(DataInEnable ==1'b1 && DataInColor ==1'b0) begin
            DQT_Y[DataInCount] <= DataIn;
        end
        if(DataInEnable ==1'b1 && DataInColor ==1'b1) begin
            DQT_C[DataInCount] <= DataIn;
        end
    end
    reg [7:0] TableDataY;
    reg [7:0] TableDataC;
    always @(posedge clk) begin
        TableDataY <= DQT_Y[TableNumber];
        TableDataC <= DQT_C[TableNumber];
    end
    assign TableData = (TableColor)?TableDataC:TableDataY;
endmodule
### ./constraint.sdc
current_design jpeg_dqt

set clk_period 7.2
set clk_io_pct 0.2

create_clock -name clk0 -period $clk_period [get_ports {clk}]

set non_clock_inputs [all_inputs -no_clocks]
set_input_delay [expr $clk_period * $clk_io_pct] -clock clk0 $non_clock_inputs
set_output_delay [expr $clk_period * $clk_io_pct] -clock clk0 [all_outputs]
### ./run.sh
#!/bin/bash
# OpenROAD 26Q1-2900-gdf79404cd8, Yosys 0.63+post, stock flow scripts
make -C /OpenROAD-flow-scripts/flow DESIGN_CONFIG=/design/flow/config.mk WORK_HOME=/design/flow/orfs finish
### ./config.mk
export PLATFORM = sky130hd
export DESIGN_NAME = jpeg_dqt
export DESIGN_NICKNAME = jpeg_dqt
export VERILOG_FILES = /design/flow/design.v
export SDC_FILE = /design/flow/constraint.sdc
export NUM_CORES = 4
export LEC_CHECK = 1
export CORE_UTILIZATION = 50
==> summary.txt <==
Purpose: to document the outcome of synthesis and place and route.

Cells and area
Per the run report, area growth between synthesis and finish was 11.63%. The most common library cell in the layout ignoring fill and taps is edfxtp_1. The layout summary lists the proportion of cells stronger than drive strength 1 as 0.2135. The final cell utilization of the core is 0.5638. The count of filler cells inserted in the layout is 5,732. After routing the design area is 0.04541 mm^2. In the layout the commonest cells are edfxtp_1 (1,024), mux4_2 (173), nor2_1 (165).

Clocking
The number of sinks driven by the clock tree is 1,040. The timing report gives the clock slew at the launch and capture registers of the worst setup and hold paths as 0.06 ns. The total CTS buffers is 106.

The buffer type at the clock tree root is clkbuf_16. The maximum root-to-sink buffer count is 3. The count of H-tree levels built during CTS is 3. The later-pin clock latency in the skew report is 0.68 ns. The number of buffers inserted for hold repair after clock tree synthesis is 0. Once the clock tree was built, the resizer swapped 0 gates to a different size.

The post-CTS repair timing setup buffer count is 0. TritonCTS built the clock tree.

Die
The core utilization before placement is 0.5050. The placement row count is 104. From bottom edge to top edge, the die measures 287.2 um. The core region is 0.08055 mm^2. The die width is 287.2 um. The number of top-level pins is 33.

The die footprint is 0.08250 mm^2.

Final timing
After layout, the worst setup slack is 2.604 ns. The final report lists the setup-violating endpoint count as 0. Setup repair after global routing left no endpoint under its margin. In the final timing run, aggregate negative setup slack is 0 ns.

Counting I/O delays and the setup requirement, the final critical path takes 4.596 ns. Timing would allow up to 0.2176 GHz. The worst max-slew margin expressed relative to the limit is 0.3720. On the final layout, the worst clock skew is 0.03329 ns. Of the available clock period, the critical path in the final layout requires 0.6384.

The final timing report lists a hold violation count of 0. The transition time of the tightest slew-check pin is 0.9385 ns. Counting pins that exceed their max-slew limit in the final report gives 0.

Logic synthesis
Yosys stat counts 1,953 cells in the synthesized netlist. The mean area per synthesized cell is 20.83 um^2. Summing every instance area after synthesis gives 0.04068 mm^2. The fraction of the yosys area taken by sequential cells is 0.7638.

The synthesized instance count is 1,953. The post-synthesis register bit count is 1,040. The count of synthesis-stage warnings from yosys is 1. After synthesis, the chip area reported by Yosys is 0.04068 mm^2. The synthesized netlist contains 35 unique library cells.

Drt
The first-pass iteration count of the detailed router is 5. The remaining antenna violation count after routing is 0. Per the detailed-route log, wirelength across all metal layers totals 89,940 um.

The detail-routed net length per standard cell is 28.27 um. The post-detailed-route DRC marker count is 0. The routed design shows a via density per instance of 5.995. The number of antenna diodes in the final layout is 0. The violation tally recorded at the end of detailed-routing iteration 0 is 1,073. For this block, the via count after detailed routing is 19,080.

Worst setup path
The OpenROAD report gives the critical path a data arrival time of 3.16 ns. STA classifies the critical path endpoint as an output pin. The worst setup path is launched from an input pin.

For reference, the most critical setup path is categorized as in -> out. The worst-path maximum fanout is 8. The worst endpoint required time is 5.76 ns.

GRT
Entering global routing, the biggest net connects 80 pins. Per the GRT congestion report, total overflow comes to 0. The global routing report lists combined usage of all routing layers as 0.2528. The via count of the first global-routing pass is 20,640.

The number of antenna violations at the first check in global routing was 4. The first global-routing pass estimated 133,600 um of wire.

Placed design
The setup slack at placement is 2.411 ns. The wire-length estimate of the detail-placed layout is 53,590 um. The buffer_ports step reported a buffer count of 31. Detailed placement reports a standard cell area of 0.04200 mm^2. The global placement routability congestion is 0.8645.

Worst hold path
The class of the tightest hold or removal check is reg -> reg.

Power
Per the OpenROAD power report, leakage power amounts to 14.50 nW. The script computed a power per unit cell area of 278.5 mW/mm^2. The maximum ir drop on the vdd rail is 0.2141 mV.

Flow run
The number of warning messages in the logs is 27. The number of max-capacitance violations reported is 0.

Outcome
The run finished with clean final reports.
## logic make-up (layout without fill, tap and decap cells)
| group | Yosys count | in the layout | synth area share |
|---|---|---|---|
| DFF | 1040 | 1040 | 0.7638 |
| muxes | 355 | 355 | 0.1531 |
| and+or+nand+nor | 276 | 276 | 0.02993 |
| AOI/OAI and AO/OA | 156 | 156 | 0.03254 |
| buffers and inverters | 126 | 295 | 0.02070 |
## through the flow
stage | std cells | hold slack, ns | total power [mW]
floorplan | 1953 | 0.7933 | 7.177
global placement | 2991 | 0.8652 | 7.432
detailed placement | 2991 | 0.8859 | 7.443
CTS | 3182 | 0.8903 | 12.75
global route | 3182 | 0.9293 | 13.01
finish | 3182 | 0.8914 | 12.65
## sequential cells by signal, summed over array words and instances, names as in the netlist
| name | count |
|---|---|
| DQT_C | 512 |
| TableDataC | 8 |
| TableDataY | 8 |
| DQT_Y | 512 |
## worst max-delay path, stage by stage
cell and delay, ns:
clkdlybuf4s50_1 0.82, mux2_2 0.47, clkdlybuf4s50_1 0.42
## routing by layer
layer,part of all wire,track usage
met5,0.0013,0.007558
met4,0.022,0.04747
met3,0.13,0.1448
met2,0.48,0.3625
met1,0.36,0.3863
## power breakdown
| part | total [mW] | internal (mW) | switching (mW) |
|---|---|---|---|
| sequential | 6.69 | 6.68 | 0.00956 |
| clock | 5.34 | 3.14 | 2.20 |
| combinational | 0.613 | 0.223 | 0.391 |
## Yosys cell counts (all sizes together)
cell / count / share of area
o221ai: 11 / 0.0024
and2: 3 / 0.00046
clkbuf: 45 / 0.0042
nand3: 15 / 0.0018
or3b: 3 / 0.00065
inv: 12 / 0.0011
nand3b: 6 / 0.0011
a221oi: 44 / 0.011
nor4: 5 / 0.00077
a211oi: 22 / 0.0054
buf: 69 / 0.015
nor2b: 21 / 0.0032
dfxtp: 16 / 0.0079
a311oi: 5 / 0.0011
nand2b: 2 / 0.00031
or3: 2 / 0.00031
a22oi: 53 / 0.0098
edfxtp: 1024 / 0.76
mux2i: 124 / 0.031
nand2: 37 / 0.0034
mux4: 202 / 0.11
mux2: 29 / 0.0080
nand4: 1 / 0.00015
nor2: 165 / 0.015
and3: 16 / 0.0025
a21oi: 21 / 0.0026
## worst paths after layout
path	start	to	slack [ns]	depth (start not counted)
max reg2reg	DQT_C[42][0]	TableDataC[0]	5.02	5
min reg2reg	DQT_Y[40][6]	TableDataY[6]	0.89	4
max	TableColor	TableData[6]	2.60	3
min	DQT_Y[40][6]	TableDataY[6]	0.89	4
## layout make-up
type	instances	area (um^2)	share of cell area
flip-flops and latches	1040	31070	0.6842
inverters	12	45.04	0.0009919
well taps	1060	1326	0.02921
repair buffers	92	788.3	0.01736
clock inverters	68	633.1	0.01394
multi-input cells	787	8770	0.1931
clock buffers	123	2779	0.06119
Power figures rest on the tool's default switching activity, not on a simulated workload.
